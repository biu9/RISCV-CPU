## run.sh

```bash
#!/bin/bash
# OpenROAD 26Q1-2900-gdf79404cd8, Yosys 0.63+post, stock flow scripts
make -C /OpenROAD-flow-scripts/flow DESIGN_CONFIG=/design/flow/config.mk WORK_HOME=/design/flow/orfs finish
```

## config.mk

```make
export PLATFORM = sky130hd
export DESIGN_NAME = Registers
export DESIGN_NICKNAME = Registers
export VERILOG_FILES = /design/flow/design.v
export SDC_FILE = /design/flow/constraint.sdc
export NUM_CORES = 4
export LEC_CHECK = 1
export CORE_UTILIZATION = 40
```

## constraint.sdc

```tcl
current_design Registers

set clk_period 14.8
set clk_io_pct 0.2

create_clock -name clk0 -period $clk_period [get_ports {clk}]

set non_clock_inputs [all_inputs -no_clocks]
set_input_delay [expr $clk_period * $clk_io_pct] -clock clk0 $non_clock_inputs
set_output_delay [expr $clk_period * $clk_io_pct] -clock clk0 [all_outputs]
```

## design.v

```verilog
module RBWRegisters(clk,ReadRegister1,WriteData,ReadRegister2,WriteRegister,RegWrite,ReadData1,ReadData2);
    input clk;
    input [4:0] ReadRegister1,ReadRegister2,WriteRegister;
    input [31:0] WriteData;
    input RegWrite;
    output [31:0]ReadData1,ReadData2;
     reg [31:0] regs [31:0];
    assign ReadData1 = (ReadRegister1==5'b0) ? 32'b0 : regs[ReadRegister1];
    assign ReadData2 = (ReadRegister2==5'b0) ? 32'b0 : regs[ReadRegister2];
    always @(posedge clk) begin
        if(RegWrite)
            regs[WriteRegister] <= WriteData;
    end
endmodule
module Registers(clk,rs1Addr,rs2Addr,WriteAddr,RegWrite,WriteData,rs1Data,rs2Data);
    input clk,RegWrite;
    input [4:0] rs1Addr,rs2Addr,WriteAddr;
    input [31:0]WriteData;
    output [31:0] rs1Data, rs2Data;
    wire[31:0] ReadData1, ReadData2;
    wire rs1Sel,rs2Sel;
    RBWRegisters RBWRegisters1(
        .clk(clk), 
        .ReadRegister1(rs1Addr), 
        .ReadRegister2(rs2Addr), 
        .WriteRegister(WriteAddr), 
        .WriteData(WriteData), 
        .RegWrite(RegWrite), 
        .ReadData1(ReadData1), 
        .ReadData2(ReadData2)
    );
    assign rs1Sel = RegWrite && (WriteAddr!=0) && (WriteAddr==rs1Addr);
    assign rs2Sel = RegWrite && (WriteAddr!=0) && (WriteAddr==rs2Addr);
    assign rs1Data = rs1Sel ? WriteData : ReadData1;
    assign rs2Data = rs2Sel ? WriteData : ReadData2;
endmodule
```

==> results.toml <==
# yosys + openroad results
[route]
detailroute.via_count = 30400
detailedRoute.firstIterationViolations = 1960
routed_wirelength_mm = 169
first_pass_iters = 6
route.antenna.remaining_nets = 0
avgRoutedWirePerCell_um = 35.8
remaining_drc_errors = 0
detail_route.vias_per_cell = 6.46

[logic_synthesis]
synth-async-reset-ratio_pct = 0
syn-cell-area_mm2 = 0.0487
netlist.area_leader.share_pct = 63.2
synth_area_per_cell_um2 = 16.8
largest_area_cell = "edfxtp_1"
seq_area_frac_synth_pct = 63.2
dominantRegCellSynth = "edfxtp_1"
netlist_top_cells_area = "edfxtp_1 63%, mux4_2 12%, mux2i_1 11%"
synth-warning-count = 1
post_synth_num_cell_types = 38
ys_area_mm2 = 0.0487
yosysCellCount = 2901
enable_flop_cells = 1024
netlist_instances = 2901
synth.cellmix.simpleShare_pct = 2.77
synthMostInstantiatedCell = "edfxtp_1"
synth.logic.top_family = "multiplexers"
synthMuxAreaShare_pct = 24.3
synth-seq-cells = 1024
common_cells = "1024 x edfxtp_1, 524 x mux2i_1, 257 x mux4_2"
yosys.area_share.adder_pct = 0
post_synth_xor_area_fraction_pct = 0.180
compound_area_share_pct = 6.97

[floorplanning]
design.portCount = 113
dieWidth_um = 351
design.core.area_mm2 = 0.120
dieArea_mm2 = 0.123
die-height_um = 351
initial_core_util_pct = 40.5
num_rows = 127

[place]
portBuffers = 112
dpl.hpwl_mm = 100
gp_congestion = 0.926

[setup_path]
critPathTopFamily = "buffers and inverters"
cp-end-kind = "primary output"
critical_path_required_ps = 11840
crit_path_start = "rs2Addr[1]"
worstSetupPathDepth = 10
critical-path-max-stage-delay_ps = 730
crit_arrival_ps = 7590
crit_path_end = "rs2Data[23]"
critical_path_class = "in -> out"
start_kind = "input port"
critical_path_peak_fanout = 37
critical_path.most_common_cell = "buf_4"
worst-path-buf-inv = 6
critPathSlowestCell = "o21ai_1"
timing.critical_path.cells = "buf_4, buf_4, buf_4, nor2_4, buf_4, buf_4, a221oi_1, o221ai_1, o21ai_1, clkdlybuf4s50_1"

[clock_network]
cts_max_path_buffers = 3
cts_tree = "built"
cts.clk_slew.worst_paths_ps = 60
cts-htree-levels = 3
resize_count_post_cts = 0
post_cts_setup_buffer_count = 0
clock_root_buffer = "clkbuf_16"
numCtsBuffers = 104
cts_num_sinks = 1024
hold_buffers = 0

[job]
timing.max_cap.violations = 0
tool_warnings = 26

[final_layout]
area_delta_synth_final_pct = 13.3
drive_above_1_share_pct = 21.5
largest_reg_flops = 1024
fillers = 9934
top_register = "RBWRegisters1.regs"
largest_registers = "RBWRegisters1.regs x1024"

[power]
power.density_mw_per_mm2 = 118
power_share_of_the_sequential_group_pct = 49.9
worst_voltage_drop_across_the_vdd_grid_uv = 98.0
power_switching_share_pct = 23.8
switching_power_uw = 1550
power.clock.fraction_pct = 39.7
internal_power_uw = 4950
share_comb_of_total_power_pct = 10.4
power.static_leakage_uw = 0.0183

[grt]
grt_pass1_wl_mm = 239
globalRouteOverflowTotal = 0
largest_net_degree_at_the_start_of_global_routing = 84
via_count_of_the_first_global_routing_pass = 33300
grt_util_all_layers_pct = 30.1
antenna_violations_before_repair = 9

[timing]
grt_setup_unrepaired = "no"
finalHoldViolCount = 0
period_needed_ps = 10550
number_of_max_slew_violations_in_the_final_report = 0
timing_worst_slew_pin_value_ps = 926
max_freq_ghz = 0.0948
holdWs_ps = 3110
post-route-period-util_pct = 71.3
setup_total_negative_slack_ps = 0
setup_viol_count_final = 0
slew-limit-headroom_pct = 37.9

[outcome]
outcome = "complete, no violations"

[worst_hold_path]
min_path_type = "in -> reg"
==> layout by cell type (no fill, tap or decap), drive strengths merged, types with 5 or more instances in the layout <==
master         Yosys  routed
clkinv             0      52
o21ai             21      21
mux4             257     257
clkdlybuf4s50      0     102
nor2b              7       7
nand4             12      12
clkbuf            97     123
xnor2             10      10
nand2b             5       5
bufinv             0      10
a21oi            113     113
mux2              70      70
nand3b             6       6
a221oi            39      39
a32o              44      44
o22ai             43      43
nand2            114     114
a22oi            134     134
a22o              39      39
mux2i            524     524
nor2              83      83
edfxtp          1024    1024
nand3             67      67
o221ai            20      20
buf              143     140
o211ai            12      12
==> area by class of cell <==
type / instances / area (µm²) / share of cell area (%)
Multi-Input combinational cell: 1637 / 17000 / 30.8
Tap cell: 1612 / 2020 / 3.66
Sequential cell: 1024 / 30700 / 55.7
Clock inverter: 66 / 618 / 1.12
Antenna cell: 1 / 2.50 / 0.00454
Timing Repair Buffer: 242 / 2130 / 3.85
Clock buffer: 123 / 2670 / 4.85
==> power groups by stage <==
stage	Sequential [µW]	Clock, µW	Combinational, µW
CTS	3240	2600	666
global route	3240	2710	706
finish	3240	2580	675
==> logic make-up (layout without fill, tap and decap cells) <==
kind of cell,Yosys count,after routing
flops,1024,1024
mux,851,851
compound gates,471,471
simple gates,305,305
buf+inv,240,431
xor+xnor,10,10
other cells,0,1
==> through the flow <==
step,util (%),cells,total power (µW),setup slack [ps],instance area (µm²)
after floorplan,-,2901,3650,7390,48700
after global placement,43.1,4515,3960,4490,51900
after detailed placement,43.1,4515,3960,4440,51900
after CTS,45.9,4704,6510,4390,55200
after global routing,45.9,4704,6660,4230,55200
final,45.9,4705,6500,4250,55200
==> how the worst min path moves through the flow <==
| stage | startpoint | to | slack (ps) | cells after the start |
|---|---|---|---|---|
| 4_1_cts | WriteData[2] | RBWRegisters1.regs[11][2]$_DFFE_PP_ | 3090 | 2 |
| 5_1_grt | WriteData[6] | RBWRegisters1.regs[25][6]$_DFFE_PP_ | 3120 | 2 |
| 6_report | WriteData[6] | RBWRegisters1.regs[25][6]$_DFFE_PP_ | 3110 | 2 |
==> layer usage <==
| metal | vias to the layer above | wire length, µm | GRT usage [%] |
|---|---|---|---|
| li1 | 12300 | - | - |
| met1 | 14900 | 51900 | 32.9 |
| met2 | 2701 | 73100 | 41.2 |
| met3 | 459 | 35100 | 27.4 |
| met4 | 29 | 7730 | 10.7 |
| met5 | - | 710 | 4.79 |
Power is estimated from default activity; no workload was simulated.
